===== design/flow/design.v =====
`timescale 1ns / 1ps
module Instruction_memory(ReadAddress, Instruction);
	input [31:0] ReadAddress;
	output [31:0] Instruction;
	reg [31:0] memory[0:29];
	initial begin
		memory[0] 	= 32'b00100000000010000000000000100000;  
		memory[1] 	= 32'b00100000000010010000000000100111;  
		memory[2] 	= 32'b00000001000010011000000000100100;  
		memory[3] 	= 32'b00000001000010011000000000100101;  
		memory[4] 	= 32'b10101100000100000000000000000100;  
		memory[5] 	= 32'b10101100000010000000000000001000;  
		memory[6] 	= 32'b00000001000010011000100000100000;  
		memory[7] 	= 32'b00000001000010011001000000100010;  
		memory[8] 	= 32'b00010010001100100000000000001001;  
		memory[9] 	= 32'b10001100000100010000000000000100;  
		memory[10]	= 32'b00110010001100100000000000011000;  
		memory[11] 	= 32'b00010010001100100000000000001001;  
		memory[12] 	= 32'b10001100000100110000000000001000;  
		memory[13] 	= 32'b00010010000100110000000000001010;  
		memory[14] 	= 32'b00000010010100011010000000101010;  
		memory[15] 	= 32'b00010010100000000000000000001111;  
		memory[16] 	= 32'b00000010001000001001000000100000;  
		memory[17] 	= 32'b00001000000000000000000000001110;  
		memory[18] 	= 32'b00100000000010000000000000000000;  
		memory[19] 	= 32'b00100000000010010000000000000000;  
		memory[20] 	= 32'b00001000000000000000000000011111;  
		memory[21] 	= 32'b00100000000010000000000000000001;  
		memory[22] 	= 32'b00100000000010010000000000000001;  
		memory[23] 	= 32'b00001000000000000000000000011111;  
		memory[24] 	= 32'b00100000000010000000000000000010;  
		memory[25] 	= 32'b00100000000010010000000000000010;  
		memory[26] 	= 32'b00001000000000000000000000011111;  
		memory[27] 	= 32'b00100000000010000000000000000011;  
		memory[28] 	= 32'b00100000000010010000000000000011;  
		memory[29] 	= 32'b00001000000000000000000000011111;  
	end
	assign Instruction=memory[ReadAddress/4];
endmodule

===== design/flow/run.sh =====
#!/bin/bash
# OpenROAD 26Q1-2900-gdf79404cd8, Yosys 0.63+post, stock flow scripts
make -C /OpenROAD-flow-scripts/flow DESIGN_CONFIG=/design/flow/config.mk WORK_HOME=/design/flow/orfs finish

===== design/flow/config.mk =====
export PLATFORM = sky130hd
export DESIGN_NAME = Instruction_memory
export DESIGN_NICKNAME = Instruction_memory
export VERILOG_FILES = /design/flow/design.v
export SDC_FILE = /design/flow/constraint.sdc
export NUM_CORES = 4
export LEC_CHECK = 1
export CORE_AREA = 10 10 70 70
export DIE_AREA = 0 0 80 80

===== design/flow/constraint.sdc =====
current_design Instruction_memory

set clk_period 2.8
set clk_io_pct 0.2

create_clock -name clk0 -period $clk_period

set non_clock_inputs [all_inputs -no_clocks]
set_input_delay [expr $clk_period * $clk_io_pct] -clock clk0 $non_clock_inputs
set_output_delay [expr $clk_period * $clk_io_pct] -clock clk0 [all_outputs]

==> run summary <==
Switching power share of the total -> 39.43%
Std-Cell Rows -> 21
Count of tool warnings -> 65
RePlAce Congestion -> 0.8560
Final setup vio count -> 0
Detailed Routing Iterations Pass 1 -> 4
Cell with the most instances after synthesis -> buf_4
Chip area line of the yosys report -> 711.9 um2
Peak VDD IR -> 0.03706 mV
Dpl cells -> 196
Synth warn -> 1
Vias in the first global route -> 845
# diodes -> 0
Top cells by area -> buf_4 13%, ha_1 12%, mux4_2 9.5%
I/O Buffers -> 29
Initial core utilization -> 20.84%
Power Internal -> 108.8 uW
Initial antenna violation count -> 0
GRT overflow -> 0
Switching power -> 70.80 uW
Via/cell ratio -> 4.447
Die ar. -> 0.006400 mm2
Drt total wl -> 2.425 mm
MI comb area -> 640.6 um2
Max Slew Vio Count -> 0
Largest type area fraction -> 12.65%
Pwr/cell area -> 140.4 mW/mm2
ANT nets after route -> 0
Worst Hold Class -> in2out
Finished Core Util -> 37.44%
Remaining DRCs -> 0
Crit start category -> primary input
Yosys top cell by area -> buf_4
Num ports -> 64
Status -> finished, final reports clean
Sequential power share -> 0%
Logic pwr share -> 100.0%
1st-iter DRT viols -> 68
CLK BUF -> 0
Max Cap Viol -> 0
Largest net degree at the start of global routing -> 13
Die Y -> 80 um
Share of cells above drive strength 1 -> 36.60%
CP Max Fanout -> 7
RSZ-0062 raised after global routing -> false
Peak Freq -> 0.3726 GHz
Worst Path Required -> 2.24 ns
Synthesized cell area -> 711.9 um2
Synth cell count leaders -> 12 x buf_4, 8 x a21oi_1, 8 x nor2_1, 8 x o21ai_0
DP Wirelength -> 2.060 mm
Layout area overhead -> 79.61%
Final Hold Viols -> 0
Setup CP Type -> in2out
Synth Seq Share -> 0%
Clock network power share -> 0%
Final cycle utilization of the critical path -> 95.85%
Via count -> 885
CP endpoint kind -> primary output
Die Span X -> 80 um
Seq. cell area -> 0 um2
Min Tclk post-route -> 2.684 ns
Routed len/inst -> 12.19 um
Flops -> 0
Syn_area_per_cell -> 6.980 um2
Mapped Cells -> 102
WP data arrival -> 2.12 ns
Synth unique cells -> 37
Non-filler instance count after layout -> 199
Fillers -> 361
Yosys cell count -> 102
First-pass GRT wire length -> 3.946 mm
Leakage power -> 0.0006013 uW
Gr usage total -> 7.206%
Core ar. -> 0.003416 mm2
==> per-layer routing <==
metal  global-route usage (%)  wire length (um)  vias up
li1                         -                 -      449
met1                    9.188               962      408
met2                    11.80              1223       28
met3                    2.955               238        0
met4                        0                 0        0
met5                        0                 0        -
==> critical path, cell delays in order <==
cell             delay, ns
dlygate4sd2_1         0.31
buf_4                 0.19
buf_4                 0.14
nor2b_1               0.18
mux2i_1               0.09
o21ai_0               0.15
clkdlybuf4s50_1       0.49
==> kinds of logic (layout without fill, tap and decap cells) <==
logic type | after synthesis | count (layout) | share of synthesized area, %
other | 1 | 8 | 0.5267
AND-OR/OR-AND | 30 | 30 | 27.42
adder cells (fa/ha/maj) | 7 | 7 | 12.30
buffers and inverters | 26 | 70 | 21.97
AND/OR/NAND/NOR | 31 | 31 | 21.79
multiplexers | 7 | 7 | 15.99
==> power groups by stage <==
| stage | clock network [uW] | logic, uW | registers [uW] |
|---|---|---|---|
| after CTS | 0 | 182 | 0 |
| after global routing | 0 | 200 | 0 |
| final | 0 | 180 | 0 |
==> timing repair <==
item,4_1_cts,5_1_grt
endpoints found under the setup margin,20,12
setup buffers,1,2
pin swaps,4,1
hold buffers,0,0
resized,30,4
==> path summary, 6_finish.rpt <==
path,startpoint,end,slack (ns),cells after the start
worst max-delay path,ReadAddress[4],Instruction[15],0.12,7
worst min-delay path,ReadAddress[6],Instruction[4],1.74,4
==> layout by cell type (no fill, tap or decap), types with 3 or more instances in the layout <==
cell type	instances
mux4_2	3
nand2_2	3
conb_1	8
nor2_1	7
ha_2	3
buf_4	32
inv_1	5
nor2b_1	3
dlygate4sd2_1	7
nand2_1	5
o21ai_0	8
dlymetal6s2s_1	3
clkdlybuf4s50_1	17
a21oi_1	6
==> metrics by stage <==
step / setup WS, ns / instance area (um2) / TNS, ns / hold slack [ns] / power, uW
global route: 0.002335 / 1279 / 0 / 1.817 / 199.6
CTS: 0.003887 / 1254 / 0 / 1.910 / 181.5
detailed placement: -0.4332 / 1189 / -5.017 / 2.219 / 175.2
floorplan: 0.6732 / 738.2 / 0 / 1.147 / 83.66
global placement: -0.4164 / 1189 / -4.898 / 2.229 / 174.9
finish: 0.1161 / 1279 / 0 / 1.743 / 179.6
==> layout make-up <==
type	instances	area share [%]
tap	46	4.501
timing repair buffer	63	43.35
multi-input combinational	83	50.10
inverter	7	2.055
No activity file was given, so power comes from the tool's default toggle rates.
