===== ./design.v =====
`timescale 1ns / 1ps
module IDEX(clock, reset, flush,
	regOut1ID, regOut2ID, InstructionID, PC4ID, InstructionExtID,
	RegDstID, RegWriteID, MemReadID, MemWriteID, MemtoRegID, ALUSrcID, ALUOpID,
	regOut1EX, regOut2EX, InstructionEX, InstructionExtEX,
	RegDstEX, RegWriteEX, MemReadEX, MemWriteEX, MemtoRegEX, ALUSrcEX, ALUOpEX
);
	input clock;
	input reset;
	input flush;
	input [31:0] regOut1ID;
	input [31:0] regOut2ID;
	input [31:0] InstructionID;
	input [31:0] PC4ID;
	input [31:0] InstructionExtID;
	input RegDstID;
	input RegWriteID;
	input MemReadID;
	input MemWriteID;
	input MemtoRegID;
	input ALUSrcID;
	input [2:0] ALUOpID;
	output reg [31:0] regOut1EX;
	output reg [31:0] regOut2EX;
	output reg [31:0] InstructionEX;
	output reg [31:0] InstructionExtEX;
	output reg RegDstEX;
	output reg RegWriteEX;
	output reg MemReadEX;
	output reg MemWriteEX;
	output reg MemtoRegEX;
	output reg ALUSrcEX;
	output reg [2:0] ALUOpEX;
	initial begin
		regOut1EX <= 32'b0;
		regOut2EX <= 32'b0;
		InstructionEX <= 32'b0;
		InstructionExtEX <= 32'b0;
		RegDstEX <= 1'b0;
		RegWriteEX <= 1'b0;
		MemReadEX <= 1'b0;
		MemWriteEX <= 1'b0;
		MemtoRegEX <= 1'b0;
		ALUSrcEX <= 1'b0;
		ALUOpEX <= 3'b0;
	end
	always @(posedge clock) begin
		if (reset || flush) begin
			regOut1EX <= 32'b0;
			regOut2EX <= 32'b0;
			InstructionEX <= 32'b0;
			InstructionExtEX <= 32'b0;
			RegDstEX <= 1'b0;
			RegWriteEX <= 1'b0;
			MemReadEX <= 1'b0;
			MemWriteEX <= 1'b0;
			MemtoRegEX <= 1'b0;
			ALUSrcEX <= 1'b0;
			ALUOpEX <= 3'b0;
		end
		else begin
			regOut1EX <= regOut1ID;
			regOut2EX <= regOut2ID;
			InstructionEX <= InstructionID;
			InstructionExtEX <= InstructionExtID;
			RegDstEX <= RegDstID;
			RegWriteEX <= RegWriteID;
			MemReadEX <= MemReadID;
			MemWriteEX <= MemWriteID;
			MemtoRegEX <= MemtoRegID;
			ALUSrcEX <= ALUSrcID;
			ALUOpEX <= ALUOpID;
		end
	end
endmodule

===== ./run.sh =====
#!/bin/bash
# OpenROAD 26Q1-2900-gdf79404cd8, Yosys 0.63+post, stock flow scripts
make -C /OpenROAD-flow-scripts/flow DESIGN_CONFIG=/design/flow/config.mk WORK_HOME=/design/flow/orfs finish

===== ./config.mk =====
export PLATFORM = sky130hd
export DESIGN_NAME = IDEX
export DESIGN_NICKNAME = IDEX
export VERILOG_FILES = /design/flow/design.v
export SDC_FILE = /design/flow/constraint.sdc
export NUM_CORES = 4
export LEC_CHECK = 1
export CORE_AREA = 10 10 161 161
export DIE_AREA = 0 0 171 171

===== ./constraint.sdc =====
current_design IDEX

set clk_period 1.0
set clk_io_pct 0.2

create_clock -name clk0 -period $clk_period [get_ports {clock}]

set non_clock_inputs [all_inputs -no_clocks]
set_input_delay [expr $clk_period * $clk_io_pct] -clock clk0 $non_clock_inputs
set_output_delay [expr $clk_period * $clk_io_pct] -clock clk0 [all_outputs]

==> run summary <==
fresh numbers from the pnr run: status=complete, but fails checks, failing checks=negative setup slack, Detailed Route WL=14530 um, clk slew on worst S/H paths=60 ps, gp weighted congestion=0.7683, row count=55, Unique masters post-synth=6, max_cap viols=0, Crit Path Category=reg2out, via count=3314, Yosys Chip Area=4750 um2, TritonCTS clock tree=yes, CP top delay family=flip-flops, core area=22570 um2, HP Class=in2reg, final worst-path cycle share=103.0%, clk sinks=137, CP Max Fanout=1, Leakage=3.274 nW, largest net degree at the start of global routing=29, Syn Inst Count=304, worst-case vdd ir drop=0.0009900 V, Critical Path, Cell by Cell=buf_2, Initial DRC Count=189, # fillers=2210, H-tree levels=4, share of layout cells above drive strength 1=58.88%, drc violations=0, vias in the first global route=3542, TritonCTS Buffers=17, Final Hold Viols=0, number of diodes=0, Rel. slew slack=81.47%, Slew @ Worst Pin=277.9 ps, fmax=970.5 MHz, die height=171 um, Log Warnings=59, Die X=171 um, root buffer cell=clkbuf_16, Req. time, crit path=800 ps, Top cells excl fill/tap=137 x clkdlybuf4s50_1, 134 x buf_2, 130 x nor3b_2, 106 x dfxtp_1, 31 x dfxtp_2, DRT antenna net count=0, yosys cell count=304, Critical Path Max Stage Delay=320 ps, crit start category=flip-flop, first-pass GRT wire length=21520 um, CP Buf/Inv Count=1, grt ovf=0, Min Clock Period, post-route=1030 ps, Hold Worst Slack=142.1 ps, post-CTS setup buffer count=0, Synth Cell Area=4750 um2, vias per cell=3.711, Core Util at FP=21.04%, initial antenna violation count=0, Comb area=1679 um2, flops & latches, synth=137, Routed WL per cell=16.28 um, Commonest Layout Cell=clkdlybuf4s50_1, Seq/Total Area, Yosys=57.74%, syn_area_per_cell=15.62 um2, RSZ-0062 raised after global routing=yes, crit end category=primary output, Reg area=2781 um2, synth-to-layout area growth=64.75%, Final setup viols=120, hold buffers post-CTS=0, clock tree buffer depth=2, Pre-antenna DRT Iters=4, DP HPWL=11270 um, io pins=309, Place WS=-9.084 ps, WP data arrival=830 ps, Worst path slowest cell=dfxtp_2, final setup margin=-30.42 ps, power per cell area=1730 nW/um2, chip area=29240 um2, gr usage total=9.411%, port bufs=276, Yosys warning count=1, Final Max Tran Viols=0
==> per-stage QoR <==
| step | TNS (ps) | cell area (um2) | utilization, % | std cells | power (mW) |
|---|---|---|---|---|---|
| floorplan | 0 | 4750 | - | 304 | 6.382 |
| global placement | -10.48 | 7854 | 34.79 | 863 | 7.461 |
| detailed placement | -16.95 | 7854 | 34.79 | 863 | 7.474 |
| CTS | -5577 | 7797 | 34.55 | 893 | 13.78 |
| global route | -7678 | 7825 | 34.67 | 893 | 14.13 |
| finish | -1422 | 7825 | 34.67 | 893 | 13.53 |
==> report_power, final <==
part,switching [mW],internal [mW],total (mW)
Clock,2.37,4.03,6.40
Combinational,0.450,0.944,1.39
Sequential,0.0488,5.69,5.74
Total,2.87,10.7,13.5
==> flip-flops by register name, summed over array words and instances (netlist names) <==
register	cells
InstructionEX	32
InstructionExtEX	32
regOut1EX	32
regOut2EX	32
ALUOpEX	3
ALUSrcEX	1
MemReadEX	1
MemWriteEX	1
MemtoRegEX	1
RegDstEX	1
RegWriteEX	1
==> logic make-up (layout without fill, tap and decap cells) <==
kind of cell	Yosys count	after routing	share of synthesized area [%]
buf+inv	30	334	6.902
flops	137	137	57.74
simple gates	137	137	35.35
==> Yosys cell counts <==
cell	count	area, um2
dfxtp_1	137	2743
nor3b_2	130	1627
buf_6	28	315.3
nor3b_1	7	52.55
buf_2	1	5.000
buf_4	1	7.510
==> final cells by class <==
| type | count | share of cell area, % |
|---|---|---|
| clock buffers | 19 | 5.788 |
| clock inverters | 11 | 1.871 |
| multi-input cells | 137 | 21.46 |
| flip-flops and latches | 137 | 35.55 |
| repair buffers | 304 | 30.78 |
| well taps | 285 | 4.557 |
==> what timing repair did <==
action                                  in CTS  in global routing
endpoints found under the setup margin     137                137
gates resized                              463                 14
cloned                                       0                  0
==> final timing paths <==
| check | start | endpoint | slack, ps | cells after the start |
|---|---|---|---|---|
| worst min-delay path | flush | regOut1EX[17] | 140 | 2 |
| worst max-delay path | InstructionEX[3] | InstructionEX[3] | -30 | 1 |
==> per-layer routing <==
layer | vias to the layer above | global-route usage (%) | wire, um
met5 | - | 0 | 0
li1 | 1623 | - | -
met2 | 139 | 15.42 | 7118
met4 | 0 | 1.210 | 153
met1 | 1545 | 11.60 | 5750
met3 | 7 | 4.077 | 1512
Power and IR drop assume default switching activity.
