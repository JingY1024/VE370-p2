==> flow/design.v <==
`timescale 1ns / 1ps
module registers(ReadRegister1, ReadRegister2, WriteRegister, WriteData,
		RegWrite, ReadData1, ReadData2,
		clk,rs0,rs1,rs2,rs3,rs4,rs5,rs6,rs7,rt0,rt1,rt2,rt3,rt4,rt5,rt6,rt7,rt8,rt9
);
	input RegWrite, clk;
	input [4:0] ReadRegister1;
	input [4:0] ReadRegister2;
	input [4:0] WriteRegister;
	input [31:0] WriteData;
	output [31:0] ReadData1;
	output [31:0] ReadData2;
	output [31:0] rs0,rs1,rs2,rs3,rs4,rs5,rs6,rs7,rt0,rt1,rt2,rt3,rt4,rt5,rt6,rt7,rt8,rt9;
	reg [31:0]register[0:31];
	integer i;
	initial begin
		for (i = 0; i < 32; i = i + 1)
		begin
			register[i] = 32'b0;
		end
	end
	always @(negedge clk) begin
		if (RegWrite == 1'b1) begin
			register[WriteRegister] <= WriteData;
		end
	end
	assign ReadData1 = register[ReadRegister1];
	assign ReadData2 = register[ReadRegister2];
	assign rs0=register[16];
	assign rs1=register[17];
	assign rs2=register[18];
	assign rs3=register[19];
	assign rs4=register[20];
	assign rs5=register[21];
	assign rs6=register[22];
	assign rs7=register[23];
	assign rt0=register[8];
	assign rt1=register[9];
	assign rt2=register[10];
	assign rt3=register[11];
	assign rt4=register[12];
	assign rt5=register[13];
	assign rt6=register[14];
	assign rt7=register[15];
	assign rt8=register[24];
	assign rt9=register[25];
endmodule
==> flow/run.sh <==
#!/bin/bash
# OpenROAD 26Q1-2900-gdf79404cd8, Yosys 0.63+post, stock flow scripts
make -C /OpenROAD-flow-scripts/flow DESIGN_CONFIG=/design/flow/config.mk WORK_HOME=/design/flow/orfs finish
==> flow/config.mk <==
export PLATFORM = sky130hd
export DESIGN_NAME = registers
export DESIGN_NICKNAME = registers
export VERILOG_FILES = /design/flow/design.v
export SDC_FILE = /design/flow/constraint.sdc
export NUM_CORES = 4
export LEC_CHECK = 1
export CORE_UTILIZATION = 30
==> flow/constraint.sdc <==
current_design registers

set clk_period 8.5
set clk_io_pct 0.2

create_clock -name clk0 -period $clk_period [get_ports {clk}]

set non_clock_inputs [all_inputs -no_clocks]
set_input_delay [expr $clk_period * $clk_io_pct] -clock clk0 $non_clock_inputs
set_output_delay [expr $clk_period * $clk_io_pct] -clock clk0 [all_outputs]
==> impl_metrics.prom <==
# HELP chip_impl_metric Implementation results
# TYPE chip_impl_metric gauge
chip_impl_metric{name="cp_data_arrival_time",unit="ps"} 6780
chip_impl_metric{name="grt_pass1_wl",unit="um"} 279000
chip_impl_metric{name="utilization",unit=""} 0.422
chip_impl_metric{name="postRouteAntennaNets",unit=""} 0
chip_impl_metric{name="worst_slack",unit="ps"} 21.5
chip_impl_info{name="critical_path.endpoint_type",value="output port"} 1
chip_impl_metric{name="yosys.stat.seqShare",unit=""} 0.631
chip_impl_metric{name="cts_inserted_buffers",unit=""} 115
chip_impl_info{name="setup.worst_path.class",value="flop to output port"} 1
chip_impl_metric{name="grt_usage",unit=""} 0.257
chip_impl_info{name="clk_root_buffer_cell",value="sky130_fd_sc_hd__clkbuf_16"} 1
chip_impl_metric{name="post_synth_num_cell_types",unit=""} 24
chip_impl_metric{name="route.detailed.wl_per_inst",unit="um"} 27.6
chip_impl_metric{name="drt_iter0_markers",unit=""} 2680
chip_impl_metric{name="layout.cell_area.non_filler",unit="mm2"} 0.0679
chip_impl_metric{name="post_synth_inst_count",unit=""} 3387
chip_impl_metric{name="floorplan.core_area",unit="mm2"} 0.161
chip_impl_metric{name="synth_stat.cells",unit=""} 3387
chip_impl_metric{name="grt_max_degree",unit=""} 82
chip_impl_info{name="largestRegisters",value="register: 1024 flops"} 1
chip_impl_metric{name="drt-pass1-iter-count",unit=""} 6
chip_impl_metric{name="drv_cap",unit=""} 0
chip_impl_metric{name="grt_antenna_before_repair",unit=""} 16
chip_impl_metric{name="netlist_area",unit="mm2"} 0.0488
chip_impl_info{name="cts_tree",value="yes"} 1
chip_impl_metric{name="via_count_of_the_first_global_routing_pass",unit=""} 40200
chip_impl_metric{name="dieArea",unit="mm2"} 0.164
chip_impl_metric{name="total_leakage_power",unit="nW"} 28.8
chip_impl_metric{name="ys_area",unit="mm2"} 0.0488
chip_impl_metric{name="number_of_enable_flip_flop_cells",unit=""} 1024
chip_impl_metric{name="number_of_warnings_in_the_stage_logs",unit=""} 1029
chip_impl_info{name="worstHoldPathType",value="input port to output port"} 1
chip_impl_metric{name="synthDominantCellAreaShare",unit=""} 0.631
chip_impl_metric{name="die_w",unit="um"} 405
chip_impl_metric{name="fp_util",unit=""} 0.303
chip_impl_metric{name="synth_async_sr_flop_share",unit=""} 0
chip_impl_info{name="rsz_0062_raised_after_global_routing",value="yes"} 1
chip_impl_metric{name="fillcell_total",unit=""} 14200
chip_impl_metric{name="ys.flops",unit=""} 1024
chip_impl_metric{name="hold_viol_final",unit=""} 0
chip_impl_metric{name="dp_cells",unit=""} 6137
chip_impl_info{name="area_leaders",value="sky130_fd_sc_hd__edfxtp_1 (63%), sky130_fd_sc_hd__mux2i_1 (21%), sky130_fd_sc_hd__a22oi_1 (3.0%)"} 1
chip_impl_metric{name="vdd_drop_max",unit="mV"} 0.153
chip_impl_metric{name="syn_to_final_growth",unit="%"} 39.2
chip_impl_metric{name="clock_sinks",unit=""} 1024
chip_impl_metric{name="total_wirelength_of_the_detailed_routed_design",unit="um"} 204000
chip_impl_metric{name="worstPathRequired",unit="ps"} 6800
chip_impl_metric{name="gp_routability_congestion",unit=""} 0.944
chip_impl_metric{name="die_y_extent",unit="um"} 405
chip_impl_metric{name="fin_total_pwr",unit="mW"} 14.1
chip_impl_metric{name="power-per-cell-area",unit="mW/mm2"} 208
chip_impl_metric{name="synth-warning-count",unit=""} 1
chip_impl_metric{name="vias_per_cell",unit=""} 5.10
chip_impl_metric{name="final_cells",unit=""} 7395
chip_impl_metric{name="timing.slew.headroom",unit=""} 0.390
chip_impl_info{name="ys_dominant_reg_cell",value="sky130_fd_sc_hd__edfxtp_1"} 1
chip_impl_metric{name="buffer_ports.inserted",unit=""} 688
chip_impl_metric{name="ioPinCount",unit=""} 689
chip_impl_info{name="registers.top_by_ff_count",value="register"} 1
chip_impl_metric{name="syn_area_per_cell",unit="um2"} 14.4
chip_impl_metric{name="max_slew.worst_pin.slew",unit="ps"} 915
chip_impl_metric{name="dpl.hpwl",unit="um"} 134000
chip_impl_metric{name="finalSetupViolations",unit=""} 0
chip_impl_info{name="synthDominantAreaCellType",value="sky130_fd_sc_hd__edfxtp_1"} 1
chip_impl_metric{name="drive_above_1_share",unit=""} 0.104
chip_impl_metric{name="total_grt_overflow",unit=""} 0
chip_impl_info{name="critical_path.startpoint_type",value="flop"} 1
chip_impl_info{name="outcome",value="finished clean"} 1
chip_impl_metric{name="cts.reportedPaths.clkPinSlew",unit="ps"} 30
chip_impl_metric{name="fp-row-count",unit=""} 147
chip_impl_metric{name="route.vias.total",unit=""} 37700
chip_impl_metric{name="cts_buffer_depth",unit=""} 3
chip_impl_metric{name="flip_flop_count_of_the_largest_register_after_layout",unit=""} 1024
chip_impl_metric{name="drc",unit=""} 0
chip_impl_metric{name="dpl_cell_area",unit="mm2"} 0.0588
chip_impl_metric{name="timing.critical_path.fanout_max",unit=""} 3
chip_impl_metric{name="timing.final.max_slew_violations",unit=""} 0
chip_impl_metric{name="htreeDepth",unit=""} 3
chip_impl_metric{name="detailedPlace.worstSlack",unit="ps"} 374
## cell families (layout without fill, tap and decap cells)
| family | count (synthesis) | count (layout) | synth area share |
|---|---|---|---|
| buffers and inverters | 254 | 2095 | 0.0316 |
| AOI/OAI and AO/OA | 576 | 576 | 0.0805 |
| DFF | 1024 | 1024 | 0.631 |
| muxes | 1024 | 1024 | 0.210 |
| other | 0 | 7 | 0 |
| and+or+nand+nor | 509 | 509 | 0.0472 |
## synthesized netlist by cell type, types with 5 or more instances
library cell               instances
sky130_fd_sc_hd__a22oi_1         192
sky130_fd_sc_hd__nor3_1           64
sky130_fd_sc_hd__edfxtp_1       1024
sky130_fd_sc_hd__buf_4            52
sky130_fd_sc_hd__a31oi_1          64
sky130_fd_sc_hd__buf_1             7
sky130_fd_sc_hd__nand2_1         195
sky130_fd_sc_hd__nand3_1         194
sky130_fd_sc_hd__mux2i_1        1024
sky130_fd_sc_hd__a21oi_1         192
sky130_fd_sc_hd__nand3b_1          5
sky130_fd_sc_hd__nor2_1           35
sky130_fd_sc_hd__buf_6            37
sky130_fd_sc_hd__clkbuf_1         73
sky130_fd_sc_hd__buf_2            80
sky130_fd_sc_hd__a22o_1          128
## what timing repair did
action	CTS	global route
resized	118	77
setup endpoints to repair	60	51
pin swaps	17	24
hold buffers	0	0
setup buffers	3	9
## routing by layer
metal | track usage | share of wire | vias up
met5 | 0.0104 | 0.0022 | -
met4 | 0.0965 | 0.031 | 18
met3 | 0.202 | 0.17 | 320
met2 | 0.365 | 0.45 | 2048
met1 | 0.288 | 0.35 | 18400
li1 | - | - | 16900
## worst paths after layout
path	cells past startpoint	from	slack [ps]	to
worst max-delay path	5	register[8][9]	20	ReadData1[9]
worst min-delay path	7	ReadRegister1[1]	4430	ReadData1[11]
## cells in the final DEF, fill, tap and decap left out, types with 11 or more instances in the layout
cell	count
sky130_fd_sc_hd__nor3_4	12
sky130_fd_sc_hd__a31oi_4	17
sky130_fd_sc_hd__a22oi_1	184
sky130_fd_sc_hd__nand3_1	161
sky130_fd_sc_hd__clkbuf_16	116
sky130_fd_sc_hd__nand3_4	11
sky130_fd_sc_hd__mux2i_1	1022
sky130_fd_sc_hd__nor2_4	34
sky130_fd_sc_hd__bufinv_16	25
sky130_fd_sc_hd__a31oi_2	22
sky130_fd_sc_hd__edfxtp_1	1024
sky130_fd_sc_hd__nor3_1	13
sky130_fd_sc_hd__clkdlybuf4s50_1	666
sky130_fd_sc_hd__a31oi_1	25
sky130_fd_sc_hd__nand2_1	193
sky130_fd_sc_hd__nor3_2	39
sky130_fd_sc_hd__inv_4	11
sky130_fd_sc_hd__buf_4	125
sky130_fd_sc_hd__inv_1	1047
sky130_fd_sc_hd__nand3_2	22
sky130_fd_sc_hd__a21oi_1	192
sky130_fd_sc_hd__a22o_1	128
sky130_fd_sc_hd__dlymetal6s2s_1	11
sky130_fd_sc_hd__buf_12	41
sky130_fd_sc_hd__clkinvlp_2	30
## worst max-delay path, stage by stage (launching register included)
cell                              delay (ps)
sky130_fd_sc_hd__edfxtp_1                410
sky130_fd_sc_hd__mux2i_1                  90
sky130_fd_sc_hd__a22oi_1                 470
sky130_fd_sc_hd__nand3_1                 220
sky130_fd_sc_hd__nand3_1                 160
sky130_fd_sc_hd__clkdlybuf4s50_1         460
## final cells by class
cell class / instances / area (um2) / share of cell area
diodes: 7 / 17.5 / 0.000258
multi-input cells: 2109 / 17800 / 0.262
clock buffers: 116 / 2900 / 0.0428
well taps: 2160 / 2700 / 0.0398
clock inverters: 1124 / 5020 / 0.0740
flip-flops and latches: 1024 / 30700 / 0.453
repair buffers: 855 / 8680 / 0.128
## where the power goes
| part | switching [mW] | internal [mW] | leakage [nW] | total [mW] |
|---|---|---|---|---|
| sequential | 0.0404 | 5.67 | 9.22 | 5.71 |
| combinational | 0.757 | 0.472 | 12.1 | 1.23 |
| clock | 3.32 | 3.88 | 7.47 | 7.21 |
| total | 4.12 | 10.0 | 28.8 | 14.1 |
## stage by stage
step | hold slack (ps) | TNS (ps)
floorplan | 3660 | 0
global placement | 4860 | 0
detailed placement | 4850 | 0
CTS | 4550 | -99.1
global route | 4520 | -218
finish | 4430 | 0
Power and IR drop assume default switching activity.
